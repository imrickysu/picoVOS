==> flow/config.mk <==
export PLATFORM = sky130hd
export DESIGN_NAME = kbd_receive
export DESIGN_NICKNAME = kbd_receive
export VERILOG_FILES = /design/flow/design.v
export SDC_FILE = /design/flow/constraint.sdc
export NUM_CORES = 4
export LEC_CHECK = 1
export CORE_AREA = 10 10 86 86
export DIE_AREA = 0 0 96 96
==> flow/constraint.sdc <==
current_design kbd_receive

set clk_period 3.3
set clk_io_pct 0.2

create_clock -name clk0 -period $clk_period [get_ports {clk}]

set non_clock_inputs [all_inputs -no_clocks]
set_input_delay [expr $clk_period * $clk_io_pct] -clock clk0 $non_clock_inputs
set_output_delay [expr $clk_period * $clk_io_pct] -clock clk0 [all_outputs]
==> flow/design.v <==
`timescale 1ns / 1ps
module kbd_receive(clk, kbd_clk, kbd_data, dataout, kbd_data_a);
    input clk;
    input kbd_clk;
    input kbd_data;
    output [7:0] dataout;
    output kbd_data_a;  
    reg [7:0] debounce_reg;  
    reg kbd_clk_fall;
    always @(posedge clk)
    begin
      debounce_reg[6:0] <= debounce_reg[7:1];
      debounce_reg[7] <= kbd_clk;    
    end
    always @ (posedge clk)
    begin
      if (debounce_reg == 8'b00001111)
         kbd_clk_fall <= 1'b1;
      else
         kbd_clk_fall <= 1'b0;      
    end
    reg kbd_data_i;  
    always @(posedge clk)
    begin
      if (kbd_clk_fall)  
         kbd_data_i <= kbd_data;
      else
         kbd_data_i <= kbd_data_i; 
    end
   parameter idle = 5'b00001;
   parameter start_trig = 5'b00010;
   parameter trig = 5'b00100;
   parameter check_parity = 5'b01000;
   parameter waitone = 5'b10000;
   reg [3:0] counter = 4'b0000;
   reg [7:0] kbd_data_p;  
   reg data_a;  
   (* FSM_ENCODING="ONE-HOT", SAFE_IMPLEMENTATION="NO" *) reg [4:0] state = idle;
   always@(posedge clk)
        case (state)
            idle : begin
               if (kbd_clk_fall)
                  state <= start_trig;
               else
                  state <= idle;
            end
            start_trig : begin
               if (kbd_clk_fall)
                  if (counter == 4'b1000)
                     state <= check_parity;
                  else   
                     state <= trig;
               else
                  state <= start_trig;
            end
            trig : 
                  state <= start_trig;
            check_parity : 
               state <= waitone;
            waitone:
               if (kbd_clk_fall)
                  state <= idle;
         endcase
   always @(posedge clk)
   begin
      if (state == trig)
      begin
         kbd_data_p[6:0] <= kbd_data_p[7:1];
         kbd_data_p[7] <= kbd_data_i;
         counter <= counter + 1;
         data_a <= 1'b0;
      end
      else if (state == check_parity)
      begin 
         data_a <= 1'b1;
         kbd_data_p <= kbd_data_p;
         counter <= 4'b0000;
      end 
      else if (state == start_trig)
      begin
         kbd_data_p <= kbd_data_p;
         counter <= counter;
         data_a <= 1'b0;
      end
      else begin
         kbd_data_p <= kbd_data_p;
         counter <= 4'b0000;
         data_a <= 1'b0;
      end   
   end
   assign dataout = kbd_data_p;
   assign kbd_data_a = data_a;
endmodule
==> flow/run.sh <==
#!/bin/bash
# OpenROAD 26Q1-2900-gdf79404cd8, Yosys 0.63+post, stock flow scripts
make -C /OpenROAD-flow-scripts/flow DESIGN_CONFIG=/design/flow/config.mk WORK_HOME=/design/flow/orfs finish
==> flow.log <==
[report] extracting results
INFO  metric outcome = finished clean
INFO  metric number_of_antenna_repair_diodes = 0
INFO  metric max_frequency = 570.0 MHz
INFO  metric floorplan.rows = 27
INFO  metric floorplan.die.height = 96 µm
INFO  metric dominant_cells_by_area_after_synthesis = sky130_fd_sc_hd__edfxtp_1, sky130_fd_sc_hd__dfxtp_1, sky130_fd_sc_hd__nor2_1
INFO  metric finalCritPeriodShare = 0.5316
INFO  metric report.final.slew_viol_count = 0
INFO  metric worst_clk_skew = 0.01113 ns
INFO  metric avgRoutedWirePerCell = 9.839 µm
INFO  metric overflow = 0
INFO  metric power.total = 0.6067 mW
INFO  metric cp_cell_sequence = clkdlybuf4s50_1
INFO  metric timing_hold_violations_final = 0
INFO  metric number_of_iterations_in_the_first_detailed_routing_pass = 4
INFO  metric drv_cap = 0
INFO  metric slew_headroom = 0.7904
INFO  metric postCtsHoldBufs = 0
INFO  metric critical_path.startpoint_type = flip-flop
INFO  metric drcViolationCount = 0
INFO  metric grt_pass1_vias = 547
INFO  metric synth-seq-area-share = 0.7073
INFO  metric detail_route.iter0.violations = 25
INFO  metric timing.hold.worst.start = debounce_reg[4]
INFO  metric grt_first_pass_wirelength = 2.456 mm
INFO  metric critical_path.max_stage_delay = 0.47 ns
INFO  metric die_area = 0.009216 mm²
INFO  metric drt-vias-per-instance = 3.727
INFO  metric worstSetupEndpointType = output port
INFO  metric final-setup-viol-count = 0
INFO  metric cts_root_buf = sky130_fd_sc_hd__clkbuf_8
INFO  metric stage_log_warnings = 26
INFO  metric post-dp-hpwl = 1.183 mm
INFO  metric power_density = 468.0 mW/mm²
INFO  metric tritoncts_num_sinks = 28
INFO  metric drive_gt1_frac = 0.07865
INFO  metric synth_chip_area = 0.001047 mm²
INFO  metric critical_path_class = flip-flop to output port
INFO  metric clk_transition_reported_paths = 0.09 ns
INFO  metric crit_family = buffers and inverters
INFO  metric ctsLongestPathBuffers = 2
INFO  metric antenna_found_initial = 0
INFO  metric ir_drop = 0.2173 mV
INFO  metric fin_hold_ws = 0.3535 ns
INFO  metric flop_area = 740.7 µm²
INFO  metric final_core_utilization = 0.2340
INFO  metric avgSynthCellArea = 13.60 µm²
INFO  metric route.antenna.remaining_nets = 0
INFO  metric ctsHtreeMaxLevel = 1
INFO  metric max_slew.worst_pin.slew = 0.3117 ns
INFO  metric critPathArrivalTime = 1.09 ns
INFO  metric synth.distinct_cells = 26
INFO  metric floorplan.io_pins = 12
INFO  metric cpMaxStageDelayCell = sky130_fd_sc_hd__clkdlybuf4s50_1
INFO  metric r2r_end = state[3]
INFO  metric initial_utilization = 0.1890
INFO  metric worstPathBufferInverterCount = 1
INFO  metric most_area_hungry_cell_type_in_the_yosys_netlist = sky130_fd_sc_hd__edfxtp_1
INFO  metric core-area = 0.005540 mm²
INFO  metric rsz0062_at_grt = false
INFO  metric worst_skew_pair.late_latency = 0.27 ns
INFO  metric via_count = 600
INFO  metric post_cts_buffers = 0
INFO  metric hold_end = debounce_reg[3]
INFO  metric synth_warnings = 1
INFO  metric r2r.worst_path.cells = 3
INFO  metric final.setup.tns = 0 ns
INFO  metric postCtsResizedCells = 0
INFO  metric worstPathMaxFanout = 2
INFO  metric postSynthCellCount = 77
INFO  metric logic_area = 274.0 µm²
INFO  metric worst-endpoint-required = 2.64 ns
INFO  metric gpl.final_weighted_congestion = 0.8465
INFO  metric reg2reg_setup_slack = 1.61 ns
INFO  metric ys_seq_elements = 28
INFO  metric setup.worst_path.start = kbd_data_p[7]
INFO  metric tritoncts = done
INFO  metric worstReg2RegStart = state[2]
INFO  metric routed_wirelength = 1.584 mm
INFO  metric place_worst_setup_slack = 1.640 ns
INFO  metric setup_ws = 1.546 ns
INFO  metric mappedNetlistArea = 0.001047 mm²
INFO  metric finalCriticalPeriod = 1.754 ns
INFO  metric hold_path.class = flip-flop to flip-flop
INFO  metric grt_start_max_net_pins = 17
INFO  metric synth_stat.cells = 77
INFO  metric place.port_buffers = 11
INFO  metric cts_buffer_count = 3
INFO  metric die_w = 96 µm
INFO  metric hold_path_depth = 0
INFO  metric syn_to_layout_area_delta = 23.78%
INFO  metric global_route.usage.total = 0.03318
INFO  metric synth_top_area_share = 0.5161
INFO  metric total_leakage_power = 0.4347 nW
INFO  metric filler_cell_count = 595
[worst max path at each step]
stage	end	slack (ns)	cells past startpoint
after CTS	dataout[7]	1.52	1
after global routing	dataout[6]	1.49	1
final	dataout[7]	1.55	1
[placed cells by master, fill, tap and decap left out, types with 2 or more instances in the layout]
cell	instances
sky130_fd_sc_hd__and2_1	2
sky130_fd_sc_hd__clkbuf_8	3
sky130_fd_sc_hd__clkdlybuf4s50_1	11
sky130_fd_sc_hd__dfxtp_1	10
sky130_fd_sc_hd__edfxtp_1	18
sky130_fd_sc_hd__ha_1	2
sky130_fd_sc_hd__inv_1	4
sky130_fd_sc_hd__nand3_1	4
sky130_fd_sc_hd__nand4_1	2
sky130_fd_sc_hd__nor2_1	11
sky130_fd_sc_hd__nor2b_1	2
sky130_fd_sc_hd__nor3_1	2
sky130_fd_sc_hd__o21ai_0	3
sky130_fd_sc_hd__xnor2_1	2
[routing by layer]
layer	part of all wire	GRT usage	up-vias	wire [µm]
met1	0.46	0.04146	282	723
met4	0.020	0.007371	0	32
met2	0.43	0.05213	14	677
li1	-	-	300	-
met3	0.095	0.01494	4	151
met5	0	0	-	0
[where the power goes]
group | switching [mW] | total, mW | internal [mW]
Sequential | 0.00212 | 0.375 | 0.373
Combinational | 0.000539 | 0.00302 | 0.00248
Clock | 0.0965 | 0.228 | 0.132
Total | 0.0991 | 0.607 | 0.508
[worst reg2reg max path, stage by stage, from the launching register on]
cell and delay (ns):
sky130_fd_sc_hd__edfxtp_1 0.52, sky130_fd_sc_hd__nor4_2 0.38, sky130_fd_sc_hd__nand2_1 0.21, sky130_fd_sc_hd__nand4_1 0.27
[synth_stat cells]
master                     count
sky130_fd_sc_hd__edfxtp_1     18
sky130_fd_sc_hd__nor2_1       11
sky130_fd_sc_hd__dfxtp_1      10
sky130_fd_sc_hd__inv_1         4
sky130_fd_sc_hd__nand3_1       4
sky130_fd_sc_hd__o21ai_0       3
sky130_fd_sc_hd__and2_1        2
sky130_fd_sc_hd__buf_2         2
sky130_fd_sc_hd__ha_1          2
sky130_fd_sc_hd__nand4_1       2
sky130_fd_sc_hd__nor2b_1       2
sky130_fd_sc_hd__nor3_1        2
sky130_fd_sc_hd__xnor2_1       2
sky130_fd_sc_hd__a211oi_1      1
sky130_fd_sc_hd__a221oi_2      1
sky130_fd_sc_hd__a31o_1        1
sky130_fd_sc_hd__a31oi_1       1
sky130_fd_sc_hd__and3b_1       1
sky130_fd_sc_hd__buf_4         1
sky130_fd_sc_hd__mux2_4        1
sky130_fd_sc_hd__nand2_1       1
sky130_fd_sc_hd__nand3b_1      1
sky130_fd_sc_hd__nor4_2        1
sky130_fd_sc_hd__or3_1         1
sky130_fd_sc_hd__or4_1         1
sky130_fd_sc_hd__xor2_1        1
[metrics by stage]
stage	std cells	cell area [µm²]
floorplan	77	1047
global placement	157	1230
detailed placement	157	1230
CTS	161	1296
global route	161	1296
finish	161	1296
[cells by family (layout without fill, tap and decap cells)]
family                     count (synthesis)  count (layout)  synth area share
adders and majority gates                  2               2           0.02389
AOI/OAI and AO/OA                          7               7           0.05018
muxes                                      1               1           0.01433
xor gates and xnor gates                   3               3           0.02509
DFF                                       28              28            0.7073
and+or+nand+nor                           29              29            0.1481
buffers and inverters                      7              19           0.03106
[final cells by class]
class | instances | area share
timing repair buffer | 11 | 0.08494
multi-input combinational | 42 | 0.2114
sequential | 28 | 0.5714
tap | 72 | 0.06950
inverter | 4 | 0.01158
clock buffer | 4 | 0.05116
Power figures rest on the tool's default switching activity, not on a simulated workload.
