## flow/config.mk

```make
export PLATFORM = sky130hd
export DESIGN_NAME = audio_counter
export DESIGN_NICKNAME = audio_counter
export VERILOG_FILES = /design/flow/design.v
export SDC_FILE = /design/flow/constraint.sdc
export NUM_CORES = 4
export LEC_CHECK = 1
export CORE_UTILIZATION = 30
```

## flow/constraint.sdc

```tcl
current_design audio_counter

set clk_period 2.9
set clk_io_pct 0.2

create_clock -name clk0 -period $clk_period [get_ports {clk}]

set non_clock_inputs [all_inputs -no_clocks]
set_input_delay [expr $clk_period * $clk_io_pct] -clock clk0 $non_clock_inputs
set_output_delay [expr $clk_period * $clk_io_pct] -clock clk0 [all_outputs]
```

## flow/design.v

```verilog
`timescale 1ns / 1ps
module audio_counter(clk, preload, counter_load, dout);
    input clk;
    input [16:0] preload;
    input counter_load;
    output dout;
    reg [16:0] preload_cnt = 17'b0;
    reg [16:0] cnt = 17'b0;
    reg dout = 1'b0;
    always @(posedge clk)
    begin
      if (counter_load)
         preload_cnt <= preload;
      else
         preload_cnt <= preload_cnt;
    end
    always @(posedge clk)
    begin
      if (cnt > preload_cnt) begin
         cnt <= 17'b0;
         dout <= ~dout;
      end   
      else begin
         cnt <= cnt + 1;  
         dout <= dout;
      end   
    end
endmodule
```

## flow/run.sh

```bash
#!/bin/bash
# OpenROAD 26Q1-2900-gdf79404cd8, Yosys 0.63+post, stock flow scripts
make -C /OpenROAD-flow-scripts/flow DESIGN_CONFIG=/design/flow/config.mk WORK_HOME=/design/flow/orfs finish
```

==> flow_metrics.env <==
# physical design summary
export IMPL_io_buffers=19
export IMPL_fin_setup_tns_ns=0
export IMPL_cts_buffers=5
export IMPL_required_ns=2.95
export IMPL_crit_cells=6
export IMPL_hold_slack_ns=0.4661
export IMPL_setup_violations=0
export IMPL_status="completed"
export IMPL_syn_inst=158
export IMPL_critical_path_slowest_cell="dfxtp_1"
export IMPL_p_sw_frac=0.3162
export IMPL_fin_crit_ns=2.126
export IMPL_grt_antenna_before_repair=0
export IMPL_pin_count=20
export IMPL_first_global_vias=1082
export IMPL_internal_power_w=0.0009703
export IMPL_syn_area_per_cell_um2=11.02
export IMPL_synth_area_leader_cell="edfxtp_1"
export IMPL_power_leakage_nw=0.8893
export IMPL_mappedNetlistArea_um2=1740
export IMPL_drc=0
export IMPL_hpwl_mm=2.049
export IMPL_vdd_drop_max_uv=306.9
export IMPL_critical_path_class="reg2reg"
export IMPL_switching_power_w=0.0004486
export IMPL_cp_num_buf_inv=0
export IMPL_drv_slew=0
export IMPL_seqPwrFrac=0.515
export IMPL_worstHoldPathCells=1
export IMPL_max_slew_margin=0.5251
export IMPL_holdBufCountCts=0
export IMPL_synth_cell_types=27
export IMPL_synthArstFlopShare=0
export IMPL_grt_pass1_wl_mm=4.926
export IMPL_cts_resized_gates=0
export IMPL_critPathCaptureType="flip-flop"
export IMPL_min_delay_path_class="reg2reg"
export IMPL_max_stage_delay_ns=0.45
export IMPL_power_density_nw_per_um2=684.8
export IMPL_placementRows=27
export IMPL_p_comb_frac=0.253
export IMPL_path_clk_slew_ns=0.07
export IMPL_synth_edff_count=18
export IMPL_yosys_most_used_dff="edfxtp_1"
export IMPL_p_clk_frac=0.232
export IMPL_post_cts_setup_buffers=0
export IMPL_ys_warn_count=1
export IMPL_rsz0062_at_grt="false"
export IMPL_worstMarginPinSlew_ns=0.7101
export IMPL_clock_latency_ns=0.28
export IMPL_r2r_cells=6
export IMPL_topCellsByArea="edfxtp_1 31%, dfxtp_1 20%, ha_1 13%"
export IMPL_r2r_start="cnt[2]$_SDFF_PN0_"
export IMPL_layout_drive_gt1_share=0.06044
export IMPL_grt_max_degree=19
export IMPL_startpoint_type="flip-flop"
export IMPL_skew_ns=0.006981
export IMPL_gr_total_overflow=0
export IMPL_min_to="cnt[0]$_SDFF_PN0_"
export IMPL_stdcell_count=254
export IMPL_dpl_cell_count=246
export IMPL_vias=1138
export IMPL_finalWeightedCongestion=0.7745
export IMPL_drt_iter0_drc=71
export IMPL_chipArea_um2=6110
export IMPL_cts_tree="yes"
export IMPL_wirelength_mm=2.816
export IMPL_fmax_mhz=470.4
export IMPL_tool_warnings=25
export IMPL_ys_chip_area_um2=1740
export IMPL_cpLargestDelayFamily="simple AND/OR/NAND/NOR gates"
export IMPL_path_cells="ha_1 > a21oi_1 > o21ai_0 > a22oi_1 > nand3_2 > and2_2"
export IMPL_vias_per_cell=4.480
export IMPL_ys_seq_frac=0.5061
export IMPL_grt_usage=0.1054
export IMPL_cts_buffer_depth=2
export IMPL_regToRegSetupSlack_ns=0.77
export IMPL_die_h_um=78.17
export IMPL_ys_seq_elements=35
export IMPL_crit_reg2reg_capture="dout$_DFFE_PN_"
export IMPL_wl_per_cell_um=11.09
export IMPL_syn2layout_area_growth_pct=19.05
export IMPL_numClockSinks=35
export IMPL_hold_viol_final=0
export IMPL_ys_cells=158
export IMPL_drv_cap=0
export IMPL_yosys_area_top_type_share=0.3106
export IMPL_ant_nets=0
export IMPL_die_w_um=78.17
export IMPL_initCoreUtil=0.3141
export IMPL_htree_levels=2
export IMPL_first_pass_iters=4
export IMPL_worst_path_max_fanout=18
export IMPL_cts_root_buf="clkbuf_8"
export IMPL_min_from="cnt[0]$_SDFF_PN0_"
export IMPL_core_um2=5540
export IMPL_antenna_cells_inserted=0
export IMPL_fin_crit_sh=0.7330
export IMPL_critical_path_arrival_ns=2.18
## cell families after synthesis
kind of cell,count (synthesis),share of synthesized area
AND/OR/NAND/NOR,35,0.1301
flip-flops,35,0.5061
AND-OR/OR-AND,31,0.09633
buffers and inverters,24,0.06254
adder cells (fa/ha/maj),18,0.1294
XOR/XNOR,15,0.07549
## Yosys cell counts, drive strengths merged (2+ instances only)
cell / n
a21o: 2
xnor2: 2
ha: 18
o21ai: 3
and2: 5
xor2: 13
a22oi: 2
nand4: 10
nand3: 6
dfxtp: 17
nor2: 2
buf: 2
edfxtp: 18
nand2: 8
a21oi: 23
inv: 21
## placed cells by master, fill, tap and decap left out, types with 2 or more instances in the layout
cell             instances
a21oi_1                 23
inv_1                   21
clkdlybuf4s50_1         19
ha_1                    18
edfxtp_1                18
dfxtp_1                 17
xor2_1                  13
nand4_1                  9
nand2_1                  7
nand3_1                  5
clkbuf_8                 5
and2_1                   4
o21ai_0                  3
nor2_1                   2
a22oi_1                  2
a21o_1                   2
xnor2_1                  2
clkbuf_1                 2
## per-layer routing
layer / vias to the layer above / routed length, um / share of wire / track usage
met3: 2 / 109 / 0.039 / 0.02597
met2: 29 / 1283 / 0.46 / 0.1658
met1: 507 / 1393 / 0.49 / 0.1551
met4: 0 / 29 / 0.010 / 0.01667
met5: - / 0 / 0 / 0
li1: 600 / - / - / -
## per-stage QoR
stage | area [um2] | setup slack (ns) | utilization | power, W
3_5_place_dp | 1991 | 0.7561 | 0.3593 | 0.001103
4_1_cts | 2072 | 0.7519 | 0.3740 | 0.001442
2_1_floorplan | 1740 | 1.102 | - | 0.0009898
3_3_place_gp | 1991 | 0.7570 | 0.3593 | 0.001100
6_report | 2072 | 0.7743 | 0.3740 | 0.001419
5_1_grt | 2072 | 0.6209 | 0.3740 | 0.001536
## power groups by stage
stage	logic (W)	clock network (W)	registers, W
after CTS	0.000366	0.000344	0.000731
after global routing	0.000420	0.000368	0.000748
final	0.000359	0.000329	0.000731
## layout make-up
| class | instances | area, um2 |
|---|---|---|
| clock buffer | 7 | 76.32 |
| timing repair buffer | 19 | 190.2 |
| tap | 72 | 90.09 |
| multi-input combinational | 99 | 750.7 |
| inverter | 21 | 78.83 |
| fill | 575 | 3468 |
| sequential | 35 | 880.8 |
| clock inverter | 1 | 5.005 |
## sequential cells by signal (all words and copies together) (netlist names)
register     count
preload_cnt     17
cnt             17
dout             1
## worst max-delay path by stage
| stage | startpoint | to |
|---|---|---|
| 6_report | cnt[2]$_SDFF_PN0_ | dout$_DFFE_PN_ |
| 5_1_grt | cnt[2]$_SDFF_PN0_ | dout$_DFFE_PN_ |
| 4_1_cts | cnt[2]$_SDFF_PN0_ | dout$_DFFE_PN_ |
Power is estimated from default activity; no workload was simulated.
